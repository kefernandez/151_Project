==> design/flow/design.v <==
module regfile(input clk,
	       input reset,
	       input stall,
	       input [4:0] RAddr1_RF,
	       input [4:0] RAddr2_RF,
	       input [4:0] WAddr_RF,
	       input WrEn_RF,
	       input [31:0] WD_RF,
	       output [31:0] RD1_RF,
	       output [31:0] RD2_RF);
   reg [31:0] 			 register_file [0:31];
   assign RD1_RF = register_file[RAddr1_RF];
   assign RD2_RF = register_file[RAddr2_RF];
   integer 			 i;
   always @ (posedge clk) begin
      if (reset) begin
	 for (i = 0; i < 32; i = i+1) begin
	    register_file[i] <= 0;
	 end
      end 
      else begin
	 if(~stall)begin
	 if (WrEn_RF && WAddr_RF != 0) register_file[WAddr_RF] <= WD_RF;
	    end
      end
   end	       
endmodule
==> design/flow/run.sh <==
#!/bin/bash
# OpenROAD 26Q1-2900-gdf79404cd8, Yosys 0.63+post, stock flow scripts
make -C /OpenROAD-flow-scripts/flow DESIGN_CONFIG=/design/flow/config.mk WORK_HOME=/design/flow/orfs finish
==> design/flow/config.mk <==
export PLATFORM = sky130hd
export DESIGN_NAME = regfile
export DESIGN_NICKNAME = regfile
export VERILOG_FILES = /design/flow/design.v
export SDC_FILE = /design/flow/constraint.sdc
export NUM_CORES = 4
export LEC_CHECK = 1
export CORE_UTILIZATION = 40
==> design/flow/constraint.sdc <==
current_design regfile

set clk_period 19.4
set clk_io_pct 0.2

create_clock -name clk0 -period $clk_period [get_ports {clk}]

set non_clock_inputs [all_inputs -no_clocks]
set_input_delay [expr $clk_period * $clk_io_pct] -clock clk0 $non_clock_inputs
set_output_delay [expr $clk_period * $clk_io_pct] -clock clk0 [all_outputs]
==> run_summary.xml <==
<?xml version="1.0" encoding="UTF-8"?>
<metrics>
  <group name="routing">
    <metric name="first_iter_violations" unit="">2791</metric>
    <metric name="drcViolationCount" unit="">0</metric>
    <metric name="routed-via-count" unit="">38300</metric>
    <metric name="avgViaCountPerCell" unit="">5.92</metric>
    <metric name="detail-route-antenna-nets" unit="">0</metric>
    <metric name="wl_per_cell" unit="um">30.9</metric>
    <metric name="postRouteWirelength" unit="um">200000</metric>
    <metric name="first_pass_iters" unit="">8</metric>
  </group>
  <group name="yosys">
    <metric name="flop_cell" unit="">edfxtp_1</metric>
    <metric name="yosys_register_bits" unit="">1024</metric>
    <metric name="synthesis.instances" unit="">4607</metric>
    <metric name="synth.yosys.warnings" unit="">1</metric>
    <metric name="synth_area" unit="um^2">55700</metric>
    <metric name="ys_cells" unit="">4607</metric>
    <metric name="edf_count" unit="">1024</metric>
    <metric name="synth.yosys.chip_area" unit="um^2">55700</metric>
    <metric name="async_flop_share" unit="%">0</metric>
    <metric name="postSynthAreaPerCell" unit="um^2">12.1</metric>
    <metric name="synth.lib_cells_used.distinct" unit="">28</metric>
    <metric name="seq_share_synth" unit="%">55.2</metric>
  </group>
  <group name="grt">
    <metric name="globalRoute.busiestLayer" unit="">met2</metric>
    <metric name="global_route.usage.total" unit="%">30.1</metric>
    <metric name="global_route_wire_length_before_repair" unit="um">282000</metric>
    <metric name="first_global_vias" unit="">38500</metric>
    <metric name="globalRouteOverflowTotal" unit="">0</metric>
    <metric name="pin_count_of_the_biggest_net_entering_global_routing" unit="">92</metric>
    <metric name="grt_use_met2" unit="%">44.0</metric>
    <metric name="global_route.usage.met1" unit="%">37.9</metric>
    <metric name="antenna_found_initial" unit="">13</metric>
    <metric name="grt_use_met3" unit="%">18.1</metric>
  </group>
  <group name="final_timing">
    <metric name="timing.max_slew.rel_slack" unit="%">35.3</metric>
    <metric name="grt_setup_unrepaired" unit="">no</metric>
    <metric name="worstMarginPinSlew" unit="ns">0.967</metric>
    <metric name="setup_total_negative_slack" unit="ns">0</metric>
    <metric name="setup_viol" unit="">0</metric>
    <metric name="timing_hold_violations_final" unit="">0</metric>
    <metric name="maxSlewViolCount" unit="">0</metric>
    <metric name="peak_freq" unit="GHz">0.0830</metric>
    <metric name="final.period_utilization" unit="%">62.1</metric>
    <metric name="post-route-min-period" unit="ns">12.04</metric>
  </group>
  <group name="setup_path">
    <metric name="start_kind" unit="">input pin</metric>
    <metric name="cell_with_the_largest_stage_delay_on_the_worst_path" unit="">nor2b_4</metric>
    <metric name="path_class" unit="">input pin to output pin</metric>
    <metric name="worst_ep_required_time" unit="ns">15.52</metric>
    <metric name="cpPeakStageDelay" unit="ns">0.69</metric>
    <metric name="crit_fanout" unit="">39</metric>
    <metric name="critical_path_buf_inv_count" unit="">4</metric>
    <metric name="setup.worst_path.end_class" unit="">output pin</metric>
    <metric name="critical_path.cell_chain" unit="">clkdlybuf4s50_1 &gt; nor2b_4 &gt; buf_4 &gt; buf_4 &gt; a22o_1 &gt; nor3_1 &gt; a31oi_1 &gt; nand3_1 &gt; clkdlybuf4s50_1</metric>
    <metric name="cp.arrival" unit="ns">8.16</metric>
    <metric name="timing.critical_path.max_delay_family" unit="">buffers and inverters</metric>
  </group>
  <group name="clocking">
    <metric name="cts_tree" unit="">yes</metric>
    <metric name="path_clk_slew" unit="ns">0.06</metric>
    <metric name="ctsHtreeMaxLevel" unit="">3</metric>
    <metric name="cts-resized-gates" unit="">0</metric>
    <metric name="cts-root-to-sink-buffers" unit="">3</metric>
    <metric name="cts.root.buffer_cell" unit="">clkbuf_16</metric>
    <metric name="holdBufCountCts" unit="">0</metric>
    <metric name="cts.repair_timing.setup_buffer_count" unit="">0</metric>
    <metric name="cts_made_buffers" unit="">117</metric>
    <metric name="clock-sinks" unit="">1024</metric>
  </group>
  <group name="cells_and_area">
    <metric name="biggestRegsByFlops" unit="">register_file (1024)</metric>
    <metric name="nFillCells" unit="">12200</metric>
    <metric name="largest_reg_flops" unit="">1024</metric>
    <metric name="layout.core_utilization" unit="%">45.2</metric>
    <metric name="design_area" unit="um^2">62300</metric>
    <metric name="final-comb-area" unit="um^2">23400</metric>
    <metric name="share_of_cells_above_drive_strength_1" unit="%">8.28</metric>
    <metric name="flow.area_growth_from_synthesis" unit="%">11.8</metric>
    <metric name="seq_area" unit="um^2">30700</metric>
    <metric name="registers.top_by_ff_count" unit="">register_file</metric>
  </group>
  <group name="job">
    <metric name="max-cap-violations" unit="">0</metric>
    <metric name="stage_log_warnings" unit="">26</metric>
  </group>
  <group name="place">
    <metric name="dp_hpwl" unit="um">110000</metric>
    <metric name="detailed_place.area" unit="um^2">58700</metric>
    <metric name="gp_congestion" unit="">0.911</metric>
    <metric name="port_buffers" unit="">114</metric>
  </group>
  <group name="power_and_ir_drop">
    <metric name="total_power" unit="mW">5.34</metric>
    <metric name="vdd.ir_drop.worst" unit="V">0.0000730</metric>
    <metric name="p_per_area" unit="nW/um^2">85.7</metric>
    <metric name="static-leakage-power" unit="nW">24.1</metric>
  </group>
  <group name="die">
    <metric name="initial_core_util" unit="%">40.4</metric>
    <metric name="io_pins" unit="">115</metric>
    <metric name="die_width" unit="um">375</metric>
    <metric name="chip_footprint" unit="um^2">141000</metric>
    <metric name="fp.coreArea" unit="um^2">138000</metric>
    <metric name="num_rows" unit="">136</metric>
    <metric name="chipHeight" unit="um">375</metric>
  </group>
  <group name="run_status">
    <metric name="result_of_the_run" unit="">complete, no violations</metric>
  </group>
  <group name="hold_path">
    <metric name="hold_path.class" unit="">input pin to register</metric>
  </group>
</metrics>
==> cell type report <==
| class | instances | area share, % |
|---|---|---|
| antenna | 2 | 0.00803 |
| clock inverter | 74 | 0.899 |
| sequential | 1024 | 49.3 |
| timing repair buffer | 265 | 3.76 |
| clock buffer | 143 | 4.85 |
| tap | 1794 | 3.60 |
| multi-input combinational | 3166 | 37.5 |
==> synthesized netlist by cell type (2+ instances only) <==
library cell	number	area share (%)
nor3_2	6	0.11
nand3_1	194	1.7
nand2_1	196	1.3
nor2b_1	4	0.045
and2_1	994	11
nor3_1	64	0.57
a22oi_1	192	2.6
nor2_1	24	0.16
buf_1	22	0.15
or2_2	33	0.37
nand3b_4	2	0.072
a22o_1	128	2.0
a31oi_1	64	0.72
nand3b_1	3	0.040
clkbuf_2	57	0.51
clkbuf_1	238	1.6
mux2i_1	1024	18
nor3_4	4	0.12
a21oi_1	192	1.7
buf_4	16	0.22
edfxtp_1	1024	55
buf_2	115	1.0
nand2b_1	6	0.067
==> path summary, 6_finish.rpt <==
kind	startpoint	slack [ns]	end	depth (start not counted)
worst max-delay path	RAddr2_RF[0]	7.36	RD2_RF[17]	9
worst min-delay path	reset	3.68	register_file[0][27]	1
==> logic make-up after synthesis <==
| group | synth area share, % |
|---|---|
| buf+inv | 3.51 |
| other cells | 0.00673 |
| compound gates | 7.04 |
| mux | 18.4 |
| flops | 55.2 |
| simple gates | 15.9 |
==> power breakdown <==
| group | internal [mW] | total [mW] | switching (mW) |
|---|---|---|---|
| combinational | 0.227 | 0.635 | 0.408 |
| sequential | 2.55 | 2.61 | 0.0564 |
| clock | 1.18 | 2.10 | 0.918 |
==> layout by cell type, fill, tap and decap left out, drive strengths merged, types with 5 or more instances in the layout <==
cell type / n
a22o: 128
a22oi: 192
nor3: 74
bufinv: 6
mux2i: 1024
nand2b: 6
nand2: 196
a21oi: 192
conb: 32
nor2: 25
clkbuf: 143
clkinv: 63
and2: 994
buf: 154
clkdlybuf4s50: 111
nand3: 195
a31oi: 64
nand3b: 5
or2: 33
edfxtp: 1024
==> per-stage QoR <==
step / hold WS, ns / setup WS [ns] / cells
3_3_place_gp: 4.41 / 7.42 / 6249
6_report: 3.68 / 7.36 / 6468
4_1_cts: 3.67 / 7.37 / 6466
3_5_place_dp: 4.41 / 7.40 / 6249
2_1_floorplan: 4.08 / 10.47 / 4638
5_1_grt: 3.69 / 7.28 / 6468
==> per-layer routing <==
| layer | share of wire (%) | wire length, um |
|---|---|---|
| met1 | 36 | 71000 |
| met2 | 45 | 89900 |
| met3 | 15 | 29700 |
| met4 | 4.5 | 9030 |
| met5 | 0.052 | 104 |
Power figures rest on the tool's default switching activity, not on a simulated workload.
