===== flow/run.sh =====
#!/bin/bash
# OpenROAD 26Q1-2900-gdf79404cd8, Yosys 0.63+post, stock flow scripts
make -C /OpenROAD-flow-scripts/flow DESIGN_CONFIG=/design/flow/config.mk WORK_HOME=/design/flow/orfs finish

===== flow/config.mk =====
export PLATFORM = sky130hd
export DESIGN_NAME = control
export DESIGN_NICKNAME = control
export VERILOG_FILES = /design/flow/design.v
export SDC_FILE = /design/flow/constraint.sdc
export NUM_CORES = 4
export LEC_CHECK = 1
export CORE_UTILIZATION = 50

===== flow/constraint.sdc =====
current_design control

set clk_period 3.5
set clk_io_pct 0.2

create_clock -name clk0 -period $clk_period [get_ports {clk}]
create_clock -name clk1 -period $clk_period [get_ports {stall}]

set non_clock_inputs [all_inputs -no_clocks]
set_input_delay [expr $clk_period * $clk_io_pct] -clock clk0 $non_clock_inputs
set_output_delay [expr $clk_period * $clk_io_pct] -clock clk0 [all_outputs]

===== flow/design.v =====
module control (input clk,
		input stall,
		input [6:0] last_opcode,
		input [2:0] last_funct3,
		input take_branch,  
		input [4:0] rs1, rs2, rd,
		input [31:0] PCprime, data_byte_in,
		output reg [31:0] data_byte_out,
		output ALU_result_mux_ctrl,
		output JALR_comparator_mux_ctrl, 
		output reg write_data_mux,
		output PCplus4_Mux_ctrl,
		input [1:0] DM_data_offset,
		output reg [1:0] PC_Mux,
		output WrEn_RF,
		output reg [1:0] WD_Mux,
		output [1:0] ALU_Mux,
		output reg [1:0] Branch_Mux,
		output reg [1:0] CSRW_Mux,
		output [1:0] RByteEn_DM,
		output [3:0] WByteEn_DM,
		output reg [1:0] DM_Mux,
		output SE2_Ctrl,
                output reg [1:0] ALU_hazmux1_sel, ALU_hazmux2_sel,
		output reg [1:0] Branch_comp_mux1_ctrl, Branch_comp_mux2_ctrl);
                reg [6:0] opcode;
   		reg [2:0] funct3;
                reg i = 0;
   		reg WD_0 = 1'b0;
   		reg WD_1 = 1'b0;
   		reg DM_0 = 1'b0;
   		reg DM_1 = 1'b0;
   		reg [3:0] WByteEn_DM;
                reg [6:0] prev_opcode, prev2_opcode;
                reg [4:0] rd_prev, rd_2prev;
                reg [6:0] opcode_reg;
   		reg [2:0] funct3_reg;
                reg [6:0] prev_opcode_reg, prev2_opcode_reg;
                reg [4:0] rd_prev_reg, rd_2prev_reg;
                assign PCplus4_Mux_ctrl = (last_opcode == 7'b1100111 || last_opcode == 7'b1101111 ) ? 1 : 0;     
                assign ALU_result_mux_ctrl = (last_opcode == 7'b1100111) ? 1 : 0;	
		assign WrEn_RF = ( last_opcode != 7'b1100011 && last_opcode != 7'b0100011 && rd != 5'b0);	
		assign SE2_Ctrl = ( last_opcode == 7'b1100011 );	
                assign ALU_Mux[0] = (opcode[5:0] == 6'b100011);
		assign ALU_Mux[1] = ( opcode == 7'b1100111 || opcode == 7'b0000011 || opcode == 7'b0010011 || opcode[5:0] == 6'b100011 );
                assign JALR_comparator_mux_ctrl = (last_opcode == 7'b1100111) ? 1'b1 : 1'b0;
                always @(negedge clk) begin
		   opcode_reg <= opcode;
		   funct3_reg <= funct3;
		   rd_prev_reg <= rd_prev; 
		   rd_2prev_reg <= rd_2prev;
		   prev_opcode_reg <= prev_opcode;
		   prev2_opcode_reg <= prev2_opcode;
		end
                always @(posedge clk) begin
		   if(~stall) begin
		      opcode <= last_opcode;
		      funct3 <= last_funct3;
		      rd_prev <= rd;
		      rd_2prev <= rd_prev;
		      prev_opcode <= last_opcode;
		      prev2_opcode <= prev_opcode;
		   end
		end  
                always @(posedge stall) begin
		   opcode <= opcode_reg;
		   funct3 <= funct3_reg;
		   rd_prev <= rd_prev_reg; 
		   rd_2prev <= rd_2prev_reg;
		   prev_opcode <= prev_opcode_reg;
		   prev2_opcode <= prev2_opcode_reg;
		end
		always @ (*) begin
		      if(last_opcode == 7'b1101111 || (last_opcode == 7'b1100011 && take_branch )) PC_Mux <= 2'b01;
		      else if( last_opcode == 7'b1100111) PC_Mux <= 2'b10;
		      else PC_Mux <= 2'b00;
		      if(prev2_opcode == 7'b0000011) write_data_mux <= 1'b1;
		      else write_data_mux <= 1'b0;
		   if(opcode == 7'b1110011 && funct3 == 3'b101 ) CSRW_Mux = 2'b10;
		   else if (opcode == 7'b1110011 && funct3 == 3'b001 ) CSRW_Mux = 2'b01;
		   else CSRW_Mux = 2'b00;
		   if(last_opcode == 7'b0110111) WD_Mux <= 2'b01;
		   else if( last_opcode == 7'b1101111 || last_opcode == 7'b1100111) WD_Mux <= 2'b10;
		   else if (last_opcode == 7'b0010111) WD_Mux <= 2'b11;
		   else WD_Mux <= 2'b00;
		   if(last_opcode == 7'b0000011)begin
		      if (last_funct3 == 3'b100 || last_funct3 == 3'b101) DM_Mux <= 2'b10;
		      else if(last_funct3 == 3'b000 || last_funct3 == 3'b001) DM_Mux <= 2'b01;
		   end
		   else DM_Mux <= 2'b00;
		    if ( last_opcode == 7'b1101111) Branch_Mux <= 2'b11;
		    else if ( last_opcode == 7'b1100011) Branch_Mux <= 2'b10;
		    else if ( last_opcode == 7'b0010111) Branch_Mux <= 2'b01;
		    else Branch_Mux <= 2'b00;
   		   if ( prev_opcode == 7'b0100011 ) begin
		      case (funct3)
			3'b000: begin
			   if(DM_data_offset == 2'b00) begin
			      WByteEn_DM = 4'b0001;
			      data_byte_out <= {24'b0, data_byte_in[7:0]};
			      end
			   else if(DM_data_offset == 2'b01) begin
			      WByteEn_DM = 4'b0010;
			      data_byte_out <= {16'b0, data_byte_in[7:0],8'b0};
			      end
			   else if(DM_data_offset == 2'b10) begin
			      WByteEn_DM = 4'b0100;
			      data_byte_out <= {8'b0, data_byte_in[7:0],16'b0};
			      end
			   else  begin
			      WByteEn_DM = 4'b1000;
			      data_byte_out <= {data_byte_in[7:0],24'b0};
			      end	   
			end
			3'b001:begin
			   if(DM_data_offset == 2'b00) begin
			      WByteEn_DM = 4'b0011;
			      data_byte_out <= {16'b0, data_byte_in[15:0]};
			      end
			   else if(DM_data_offset == 2'b01) begin
			      WByteEn_DM = 4'b0110;
			      data_byte_out <= {8'b0, data_byte_in[15:0], 8'b0};
			      end
			   else  begin
			      WByteEn_DM = 4'b1100;
			      data_byte_out <= {data_byte_in[15:0], 16'b0};
			      end
			end
			3'b010: begin
			   WByteEn_DM = 4'b1111;
			   data_byte_out <= data_byte_in; end
			default: WByteEn_DM = 4'b0000;
		      endcase  
		   end
		   else WByteEn_DM = 4'b0000;
		   if(last_opcode == 7'b1100011)begin
		        if (((prev_opcode == 7'b0110111) || (prev_opcode == 7'b0010111) || (prev_opcode == 7'b1101111) || (prev_opcode == 7'b1100111) || (prev_opcode == 7'b0000011) || (prev_opcode == 7'b0010011)|| (prev_opcode == 7'b0110011)) && (rs1 == rd_prev)  && (rd_prev != 5'b0))begin  
			    Branch_comp_mux1_ctrl = 2'b01; end	      
		      else if (((prev2_opcode == 7'b0110111) || (prev2_opcode == 7'b0010111) || (prev2_opcode == 7'b1101111) || (prev2_opcode == 7'b1100111) || (prev2_opcode == 7'b0000011) || (prev2_opcode == 7'b0010011)|| (prev2_opcode == 7'b0110011))  && (rs1 == rd_2prev)  && (rd_2prev != 5'b0))begin
			    Branch_comp_mux1_ctrl = 2'b10; end
		      else  Branch_comp_mux1_ctrl = 2'b00;
		      if (((prev_opcode == 7'b0110111) || (prev_opcode == 7'b0010111) || (prev_opcode == 7'b1101111) || (prev_opcode == 7'b1100111) || (prev_opcode == 7'b0000011) || (prev_opcode == 7'b0010011)|| (prev_opcode == 7'b0110011)) &&  (rs2 == rd_prev)   && (rd_prev != 5'b0))begin 
			Branch_comp_mux2_ctrl = 2'b01; end
		      else if (((prev2_opcode == 7'b0110111) || (prev2_opcode == 7'b0010111) || (prev2_opcode == 7'b1101111) || (prev2_opcode == 7'b1100111) || (prev2_opcode == 7'b0000011) || (prev2_opcode == 7'b0010011)|| (prev2_opcode == 7'b0110011))  && (rs2 == rd_2prev)   && (rd_2prev != 5'b0))begin
			 Branch_comp_mux2_ctrl = 2'b10;end
		      else  Branch_comp_mux2_ctrl = 2'b00;
		   end  
		   else if(last_opcode == 7'b1100111) begin     
		      Branch_comp_mux2_ctrl = 2'b00;
		      if (((prev_opcode == 7'b0110111) || (prev_opcode == 7'b0010111) || (prev_opcode == 7'b1101111) || (prev_opcode == 7'b1100111) || (prev_opcode == 7'b0000011) || (prev_opcode == 7'b0010011)|| (prev_opcode == 7'b0110011)) && (rs1 == rd_prev)  && (rd_prev != 5'b0))begin  
			    Branch_comp_mux1_ctrl = 2'b01; end	      
		      else if (((prev2_opcode == 7'b0110111) || (prev2_opcode == 7'b0010111) || (prev2_opcode == 7'b1101111) || (prev2_opcode == 7'b1100111) || (prev2_opcode == 7'b0000011) || (prev2_opcode == 7'b0010011)|| (prev2_opcode == 7'b0110011))  && (rs1 == rd_2prev)  && (rd_2prev != 5'b0))begin
			    Branch_comp_mux1_ctrl = 2'b10; end
		      else  Branch_comp_mux1_ctrl = 2'b00;
		   end
		   if ((last_opcode == 7'b0100011) ||   (last_opcode == 7'b0110011)) begin	      
		      if (((prev_opcode == 7'b0110111) || (prev_opcode == 7'b0010111) || (prev_opcode == 7'b1101111) || (prev_opcode == 7'b1100111) || (prev_opcode == 7'b0000011) || (prev_opcode == 7'b0010011)|| (prev_opcode == 7'b0110011)) && (rs1 == rd_prev)   && (rd_prev != 5'b0))begin  
			    ALU_hazmux1_sel = 2'b01; end	      
		      else if (((prev2_opcode == 7'b0110111) || (prev2_opcode == 7'b0010111) || (prev2_opcode == 7'b1101111) || (prev2_opcode == 7'b1100111) || (prev2_opcode == 7'b0000011) || (prev2_opcode == 7'b0010011)|| (prev2_opcode == 7'b0110011))  && (rs1 == rd_2prev)   && (rd_2prev != 5'b0))begin
			    ALU_hazmux1_sel = 2'b10; end
		      else  ALU_hazmux1_sel = 2'b00;
		      if (((prev_opcode == 7'b0110111) || (prev_opcode == 7'b0010111) || (prev_opcode == 7'b1101111) || (prev_opcode == 7'b1100111) || (prev_opcode == 7'b0000011) || (prev_opcode == 7'b0010011)|| (prev_opcode == 7'b0110011)) &&  (rs2 == rd_prev)   && (rd_prev != 5'b0))begin 
			ALU_hazmux2_sel = 2'b01; end
		      else if (((prev2_opcode == 7'b0110111) || (prev2_opcode == 7'b0010111) || (prev2_opcode == 7'b1101111) || (prev2_opcode == 7'b1100111) || (prev2_opcode == 7'b0000011) || (prev2_opcode == 7'b0010011)|| (prev2_opcode == 7'b0110011))  && (rs2 == rd_2prev)   && (rd_2prev != 5'b0))begin
			 ALU_hazmux2_sel = 2'b10;end
		      else  ALU_hazmux2_sel = 2'b00;
		   end  
		   else if( ((last_opcode == 7'b0000011) || (last_opcode == 7'b0010011) || (last_opcode == 7'b1110011)))begin
		      ALU_hazmux2_sel = 2'b00;
		      if (((prev_opcode == 7'b0110111) || (prev_opcode == 7'b0010111) || (prev_opcode == 7'b1101111) || (prev_opcode == 7'b1100111) || (prev_opcode == 7'b0000011) || (prev_opcode == 7'b0010011)|| (prev_opcode == 7'b0110011)) && (rs1 == rd_prev)   && (rd_prev!= 5'b0) )begin  
			    ALU_hazmux1_sel = 2'b01; end	      
		      else if (((prev2_opcode == 7'b0110111) || (prev2_opcode == 7'b0010111) || (prev2_opcode == 7'b1101111) || (prev2_opcode == 7'b1100111) || (prev2_opcode == 7'b0000011) || (prev2_opcode == 7'b0010011)|| (prev2_opcode == 7'b0110011)) && (rs1 == rd_2prev)   && (rd_2prev != 5'b0))begin
			    ALU_hazmux1_sel = 2'b10; end
		      else  ALU_hazmux1_sel = 2'b00;
		   end		      
		   else if (last_opcode == 7'b0100011)begin
		      ALU_hazmux1_sel = 2'b00;
		      if(((prev_opcode == 7'b0110111) || (prev_opcode == 7'b0010111) || (prev_opcode == 7'b1101111) || (prev_opcode == 7'b1100111) || (prev_opcode == 7'b0000011) || (prev_opcode == 7'b0010011)|| (prev_opcode == 7'b0110011)) && (rs2 == rd_prev)  && (rd_prev!= 5'b0))begin		 
			 ALU_hazmux2_sel = 2'b01; end
		      else if (((prev2_opcode == 7'b0110111) || (prev2_opcode == 7'b0010111) || (prev2_opcode == 7'b1101111) || (prev2_opcode == 7'b1100111) || (prev2_opcode == 7'b0000011) || (prev2_opcode == 7'b0010011)|| (prev2_opcode == 7'b0110011)) && (rs2 == rd_2prev)   && (rd_2prev != 5'b0))begin
			 ALU_hazmux2_sel = 2'b10; end
		      else ALU_hazmux2_sel = 2'b00;
		   end
		   else begin
		      i <= 1'b0;
		      ALU_hazmux1_sel = 2'b00;
		      ALU_hazmux2_sel = 2'b00; end
		end
endmodule

==> ci_impl_report.md <==
## Implementation flow summary

| Metric | Value |
|---|---|
| Outcome | did not finish |
| Exit stage | 1_2_yosys |
| Stop err | ERROR: Found 27 problems in 'check -assert'. |
| Most used DFF post-synth | dfxtp_1 |
| Yosys Instances | 321 |
| Synthesized flop and latch total | 119 |
| Post-synth EDFFs | 27 |
| Yosys chip area | 3764 µm² |
| Unique cell types | 49 |
| Synth warn | 1 |
| Post-synth ARST share | 0% |
[logic make-up after synthesis]
group                     count (synthesis)  share of synthesized area [%]
AOI/OAI and AO/OA                        56                          11.57
DFF                                      81                          50.27
xor gates and xnor gates                 21                          4.887
other                                     1                        0.09964
and+or+nand+nor                          97                          14.59
buffers and inverters                    26                          3.158
latches                                  38                          15.16
muxes                                     1                         0.2660
[synthesized netlist by cell type, types with 8 or more instances]
| library cell | instances | area (µm²) |
|---|---|---|
| nor2b_1 | 12 | 75.07 |
| a222oi_1 | 8 | 80.08 |
| edfxtp_1 | 27 | 810.8 |
| xnor2_1 | 14 | 122.6 |
| dfxtp_1 | 54 | 1081 |
| dlxtn_1 | 38 | 570.6 |
| inv_1 | 14 | 52.55 |
| nand2_1 | 12 | 45.04 |
| a21o_1 | 11 | 82.58 |
| a22o_1 | 8 | 70.07 |
| nor2_1 | 33 | 123.9 |
